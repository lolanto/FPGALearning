==> design/flow/design.v <==
module SinglePortRAM #(parameter DEPTH=8) (
    input wire in_clk,
    input wire in_rst,
    input wire [DEPTH - 1:0] in_addr,
    input wire in_write_enable,
    input wire [7:0] in_write_data,
    output wire [7:0] out_data
);
    integer  i = 0;
    reg [7:0] _r_data [2 ** DEPTH - 1 : 0];
    reg [7:0] _r_out_data;
    assign out_data = _r_data[in_addr];
    always @(posedge in_clk) begin
        if (in_rst) begin
            for (i = 0; i < 2 ** DEPTH; i=i+1) begin
                _r_data[i] <= 8'd0;
            end
        end
        else begin
            if (in_write_enable) begin
                _r_data[in_addr] <= in_write_data;
            end
        end
    end
endmodule
==> design/flow/run.sh <==
#!/bin/bash
# OpenROAD 26Q1-2900-gdf79404cd8, Yosys 0.63+post, stock flow scripts
make -C /OpenROAD-flow-scripts/flow DESIGN_CONFIG=/design/flow/config.mk WORK_HOME=/design/flow/orfs finish
==> design/flow/config.mk <==
export PLATFORM = sky130hd
export DESIGN_NAME = SinglePortRAM
export DESIGN_NICKNAME = SinglePortRAM
export VERILOG_FILES = /design/flow/design.v
export SDC_FILE = /design/flow/constraint.sdc
export NUM_CORES = 4
export LEC_CHECK = 1
export CORE_UTILIZATION = 40
==> design/flow/constraint.sdc <==
current_design SinglePortRAM

set clk_period 14.2
set clk_io_pct 0.2

create_clock -name clk0 -period $clk_period [get_ports {in_clk}]

set non_clock_inputs [all_inputs -no_clocks]
set_input_delay [expr $clk_period * $clk_io_pct] -clock clk0 $non_clock_inputs
set_output_delay [expr $clk_period * $clk_io_pct] -clock clk0 [all_outputs]
==> flow_summary.json <==
{
  "status": "completed",
  "worstMarginPinSlew_ns": 1.293,
  "yosysCellCount": 6266,
  "avgViaCountPerCell": 5.926,
  "routed_wl_mm": 254.9,
  "numClockSinks": 2048,
  "hpwl_mm": 145.4,
  "synthFlopType": "edfxtp_1",
  "max_freq_ghz": 0.09079,
  "maxCapViolations": 0,
  "die_w_um": 488.4,
  "fin_crit_sh_pct": 77.56,
  "h-tree-depth": 4,
  "grt_remaining_overflow": 0,
  "core_sq_mm": 0.2352,
  "synth_flops": 2048,
  "drv_slew": 0,
  "ctsResizeCount": 0,
  "io-pin-count": 27,
  "cp.required_ns": 11.36,
  "path_max_fanout": 56,
  "cts_buffers": 206,
  "postCtsSetupRepairBufs": 0,
  "cts_tree": "yes",
  "async_reset_ff_share_pct": 0,
  "largest_reg_flops": 2048,
  "cts.root.buffer_cell": "clkbuf_16",
  "wl_per_cell_um": 27.93,
  "topCellsByArea": "edfxtp_1 (65%), and3_1 (12%), mux4_2 (12%), clkbuf_1 (3.1%), a22oi_1 (2.0%)",
  "synth_cells": 6266,
  "die_area_sq_mm": 0.2385,
  "endpoint_kind": "output pin",
  "reg.largest.list": "_r_data (2048)",
  "crit_arrival_ns": 8.17,
  "grt_pass1_wl_mm": 380.1,
  "drc": 0,
  "rows": 178,
  "combPwrFrac_pct": 7.4,
  "grt_max_degree": 116,
  "seqPwrFrac_pct": 53.7,
  "drtIter0Drc": 4279,
  "yosys_area_sq_mm": 0.09464,
  "hold_class": "input port to register",
  "grt_pass1_vias": 56730,
  "switching_power_mw": 2.982,
  "syn_to_final_growth_pct": 9.237,
  "setup_viol": 0,
  "min_to": "_r_data[93][0]",
  "ctsHoldBuffers": 0,
  "p_int_mw": 10.07,
  "edf_count": 2048,
  "largest_register": "_r_data",
  "critPathKind": "input port to output pin",
  "drive_gt1_share_pct": 17.20,
  "fin_setup_tns_ns": 0,
  "ys_types": 28,
  "hold_depth": 2,
  "nFillCells": 20090,
  "pwr-share-clk_pct": 38.9,
  "power_density_mw_per_mm2": 126.3,
  "cp-start-kind": "input port",
  "top_area_cell": "edfxtp_1",
  "sw_frac_of_total_pct": 22.84,
  "relSlewSlack_pct": 12.65,
  "clkSlewWorstSetupHoldPaths_ns": 0.06,
  "port-buffer-count": 26,
  "dr_total_vias": 54080,
  "grt_usage_pct": 23.41,
  "gp_congestion": 0.8821,
  "ant_nets": 0,
  "leakagePower_nw": 41.24,
  "ys_warn_count": 1,
  "warnings": 34,
  "yosysTopAreaCellShare_pct": 64.98,
  "firstDrtPassIters": 6,
  "syn_area_per_cell_sq_um": 15.10,
  "worstHoldStart": "in_write_data[0]",
  "ys_seq_share_pct": 64.98,
  "ir_worst_vdd_uv": 115.8,
  "syn-cell-area_sq_mm": 0.09464,
  "rsz0062_at_grt": "false",
  "holdWs_ns": 2.567,
  "cts_buffer_depth": 3,
  "fp_util_pct": 40.24,
  "period_minus_slack_ns": 11.01,
  "antenna_found_initial": 4,
  "hold_viol": 0,
  "die_h_um": 488.4
}
[worst max-delay path by stage]
stage               from     endpoint  slack (ns)  cells past startpoint
CTS           in_addr[0]  out_data[2]        3.02                     11
global route  in_addr[0]  out_data[2]        2.83                     11
finish        in_addr[0]  out_data[2]        3.19                     11
[power groups by stage]
stage	Clock, mW	Combinational [mW]	Sequential (mW)
4_1_cts	5.16	0.974	7.02
5_1_grt	5.37	1.03	7.04
6_report	5.07	0.966	7.01
[logic make-up after synthesis]
family / count (synthesis) / synth area share [%]
multiplexers: 512 / 12.18
AND/OR/NAND/NOR: 2164 / 14.28
AND-OR/OR-AND: 651 / 4.868
buffers and inverters: 891 / 3.687
flip-flops: 2048 / 64.98
[routing by layer]
metal / vias to the layer above / global-route usage [%] / wire length [um]
met1: 27330 / 31.43 / 93640
met3: 399 / 12.21 / 30070
met2: 2501 / 35.31 / 122600
li1: 23850 / - / -
met5: - / 0.4899 / 163
met4: 2 / 6.091 / 8412
[cells in the final DEF (no fill, tap or decap), types with 17 or more instances in the layout]
cell type     n
a21o_1      233
a21oi_1     128
a22oi_1     256
and2_1      170
and3_1     1882
buf_4       188
clkbuf_1     63
clkbuf_16   212
clkinv_1     68
clkinv_2     19
edfxtp_1   2048
mux4_2      512
nor2_4       17
o41ai_1      30
or2_2        24
[cell usage after synthesis, types with 4 or more instances]
master and count:
edfxtp_1 2048, and3_1 1882, clkbuf_1 781, mux4_2 512, a22oi_1 256, a21o_1 233, and2_1 171, a21oi_1 128
buf_2 59, buf_1 36, o41ai_1 32, or2_2 24, nor2_1 21, nor3_2 12, buf_4 11, nor3_1 11
nand2_1 9, nand2b_1 9, nand4_1 9, nor2b_1 8, buf_6 4
[through the flow]
stage | worst slack [ns] | instances | utilization (%) | instance area (sq um) | power (mW)
global route | 2.831 | 9122 | 43.95 | 103400 | 13.44
CTS | 3.023 | 9122 | 43.95 | 103400 | 13.15
global placement | 2.723 | 8745 | 41.33 | 97190 | 8.096
floorplan | 6.708 | 6266 | - | 94640 | 7.728
detailed placement | 3.061 | 8746 | 41.33 | 97210 | 8.112
finish | 3.186 | 9126 | 43.96 | 103400 | 13.05
[area by class of cell]
cell class	instances	area, sq um	share of cell area [%]
Sequential cell	2048	61500	59.49
Multi-Input combinational cell	3327	29900	28.93
Clock buffer	275	5542	5.360
Tap cell	3150	3941	3.812
Timing Repair Buffer	221	1862	1.801
Clock inverter	101	625.6	0.6051
Antenna cell	4	10.01	0.009682
[worst max-delay path, cell delays in order]
cell and delay (ns):
buf_8 0.52, buf_4 0.52, buf_4 0.53, buf_4 0.48, mux4_2 0.57, a22oi_1 0.20, a21oi_1 0.18, o41ai_1 1.18
buf_4 0.29, nand4_1 0.20, clkdlybuf4s50_1 0.53
Power figures rest on the tool's default switching activity, not on a simulated workload.
