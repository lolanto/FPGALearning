$ cat /design/flow/design.v
module UART_RX(
    input wire in_clk,
    input wire in_rst,
    input wire in_rx,
    output wire out_receive_finish,
    output wire [7:0] out_received_byte,
    output wire out_debug
);
    localparam COUNT = 27_000_000 / 115200 - 1;
    localparam HALF_COUNT = COUNT / 2;  
    reg [3:0] _r_received_byte_index;
    reg [9:0] _r_current_receiving_byte;
    reg [7:0] _r_previous_received_byte;
    reg [7:0] _r_counter;
    reg [7:0] _r_receving_sig;  
    always @(posedge in_clk) begin
        if (in_rst) begin
            _r_received_byte_index <= 4'd0;
            _r_receving_sig <= 8'd0;
            _r_counter <= 8'd0;
            _r_current_receiving_byte <= 10'd0;
        end
        else begin
            if (_r_received_byte_index == 4'd0) begin
                if (_r_counter == 8'd0 && ~in_rx) begin
                    _r_counter <= 8'd1;
                    _r_receving_sig <= in_rx;
                end
                else if (_r_counter == COUNT) begin
                    _r_counter <= 8'd0;
                    _r_receving_sig <= in_rx;
                    _r_current_receiving_byte[_r_received_byte_index] <= _r_receving_sig > HALF_COUNT ? 1'b1 : 1'b0;
                    if (_r_receving_sig < HALF_COUNT) begin
                        _r_received_byte_index <= _r_received_byte_index + 4'd1;
                    end
                end
                else if (_r_counter != 8'd0) begin
                    _r_receving_sig <= _r_receving_sig + in_rx;
                    _r_counter <= _r_counter + 8'd1;
                end
                else begin
                    _r_receving_sig <= in_rx;
                    _r_counter <= _r_counter;
                end
            end
            else begin
                _r_receving_sig <= _r_receving_sig + in_rx;
                _r_counter <= _r_counter + 8'd1;
                if (_r_counter == 8'd0) begin
                    _r_counter <= 8'd1;
                    _r_receving_sig <= in_rx;
                end
                else if (_r_received_byte_index == 4'd9) begin
                    if (_r_counter == HALF_COUNT) begin
                        _r_counter <= COUNT;
                    end
                    else if (_r_counter == COUNT) begin
                        _r_received_byte_index <= 4'd0;
                    end
                end
                else if (_r_counter == COUNT) begin
                    _r_counter <= 8'd0;
                    _r_receving_sig <= in_rx;
                    _r_received_byte_index <= _r_received_byte_index + 4'd1;
                    _r_current_receiving_byte[_r_received_byte_index] <= _r_receving_sig > HALF_COUNT ? 1'b1 : 1'b0;
                end
            end
        end
    end
    reg _r_out_receive_finish;
    assign out_receive_finish = _r_out_receive_finish;
    assign out_received_byte = _r_previous_received_byte;
    always @(posedge in_clk) begin
        if (in_rst) begin
            _r_out_receive_finish <= 1'b0;
            _r_previous_received_byte <= 8'd0;
        end
        else begin
            _r_out_receive_finish <= 1'b0;
            if (_r_received_byte_index == 9 && _r_counter == COUNT) begin
                _r_out_receive_finish <= 1'b1;
                _r_previous_received_byte <= _r_current_receiving_byte[8:1];  
            end
        end
    end
    assign out_debug = _r_received_byte_index != 4'd0;
endmodule
$ cat /design/flow/run.sh
#!/bin/bash
# OpenROAD 26Q1-2900-gdf79404cd8, Yosys 0.63+post, stock flow scripts
make -C /OpenROAD-flow-scripts/flow DESIGN_CONFIG=/design/flow/config.mk WORK_HOME=/design/flow/orfs finish
$ cat /design/flow/config.mk
export PLATFORM = sky130hd
export DESIGN_NAME = UART_RX
export DESIGN_NICKNAME = UART_RX
export VERILOG_FILES = /design/flow/design.v
export SDC_FILE = /design/flow/constraint.sdc
export NUM_CORES = 4
export LEC_CHECK = 1
export CORE_UTILIZATION = 40
$ cat /design/flow/constraint.sdc
current_design UART_RX

set clk_period 2.1
set clk_io_pct 0.2

create_clock -name clk0 -period $clk_period [get_ports {in_clk}]

set non_clock_inputs [all_inputs -no_clocks]
set_input_delay [expr $clk_period * $clk_io_pct] -clock clk0 $non_clock_inputs
set_output_delay [expr $clk_period * $clk_io_pct] -clock clk0 [all_outputs]
==> flow_summary_export.csv <==
group,metric,value,unit
drt,drt_first_pass_iters,4,
critical_path,crit_path_max_incr_delay,460,ps
drt,drcViolationCount,0,
critical_path,crit_path_top_delay_cell,"clkdlybuf4s50_1",
synth,synth.yosys.seq_area_share,0.381,
outcome,status,"complete, no violations",
pwr,p_seq_frac,0.547,
placement,gp_congestion,0.884,
clocking,cts_buffer_count,5,
sta,max-slew-margin-rel,0.682,
pwr,power.share.switching,0.253,
run,stage_log_warnings,32,
critical_path,cp_num_buf_inv,3,
grt,grt_util_all_layers,0.180,
sta,setup_viol_count_final,0,
critical_path,setup.worst_path.end_class,"primary output",
drt,dr.first_iter.drc_count,149,
drt,ant_nets,0,
pwr,leakagePower,0.843,nW
grt,grt_max_degree,18,
grt,wire_length_of_the_first_global_routing_pass,7290,um
synth,netlist_area,0.00195,mm^2
critical_path,cp_max_fo,5,
synth,synth_stat.cells,223,
pwr,internal_power,0.991,mW
cells_and_area,fill_cells,444,
cells_and_area,combined_area_of_the_multi_input_logic_cells,0.00115,mm^2
critical_path,crit_chain,"inv_1 > ha_1 > nor3b_2 > inv_2 > clkdlybuf4s50_1",
clocking,ctsLongestPathBuffers,2,
pwr,worst_ir_drop_vdd,0.000311,V
pwr,netSwitchingPower,0.336,mW
grt,grt_pass1_vias,1537,
sta,drv_slew,0,
floorplanning,die_y,71.7,um
grt,antenna_found_initial,0,
sta,holdWs,457,ps
floorplanning,die_area,0.00515,mm^2
sta,finalWorstPathRequiredPeriod,2040,ps
clocking,tritoncts,"done",
drt,diodes_inserted,0,
critical_path,r2r-start,"_r_counter[0]",
sta,post-route-period-util,0.970,
critical_path,cp_data_required_time,1680,ps
sta,worstMarginPinSlew,474,ps
synth,number_of_enable_flip_flop_cells,0,
clocking,h-tree-depth,2,
drt,overall_routed_net_length,4180,um
clocking,root_buffer,"clkbuf_8",
drt,number_of_vias_per_cell_after_detailed_routing,5.59,
clocking,clock_sink_count,37,
cells_and_area,layout-drive-gt1-share,0.125,
pwr,power_density,581,mW/mm^2
sta,hold_violations,0,
clocking,clk_latency,290,ps
clocking,clk_pin_slew_worst_paths,70,ps
floorplanning,fp.coreArea,0.00469,mm^2
floorplanning,std_cell_rows,25,
floorplanning,io-pin-count,13,
critical_path,startpoint,"_r_received_byte_index[0]",
placement,placedInstanceArea,0.00219,mm^2
synth,ys_chip_area,0.00195,mm^2
floorplanning,fp-utilization,0.415,
critical_path,worstSetupPathType,"reg2out",
critical_path,worst_ep_arrival_time,1620,ps
sta,max_freq,0.491,GHz
clocking,postCtsHoldBufs,0,
pwr,power.share.clock,0.361,
drt,wl_per_cell,13.8,um
grt,global_route.overflow_total,0,
synth,ys_dominant_reg_cell,"dfxtp_1",
synth,synth_async_sr_flop_share,0,
pwr,share_comb_of_total_power,0.093,
drt,vias,1689,
hold_path,hold_path_startpoint,"_r_previous_received_byte[3]",
critical_path,cp-start-kind,"flop",
placement,io_buffer_count,12,
sta,clock-skew-final,10.5,ps
synth,synth_cells,223,
synth,post_synth_num_cell_types,51,
cells_and_area,final-seq-area,744,um^2
floorplanning,dieWidth,71.7,um
cells_and_area,syn2layout_area_growth,17.5,%
synth,postSynthRegisterBits,37,
placement,place_hpwl,3070,um
cells_and_area,final_area,0.00229,mm^2
run,timing.max_cap.violations,0,
hold_path,path_category_of_the_worst_min_delay_check,"reg2reg",
synth,synth_area_per_cell,8.72,um^2
critical_path,crit_family,"buffers and inverters",
synth,synth.yosys.warnings,1,
Yosys cell counts (all sizes together), types with 3 or more instances:
master	instances	share of area
buf	5	0.013
or3	3	0.0096
ha	11	0.071
xnor2	3	0.014
or4	3	0.014
a21oi	12	0.031
o2bb2ai	3	0.014
and3	3	0.0096
dfxtp	37	0.38
nand3	25	0.067
inv	6	0.012
nor2	18	0.035
clkbuf	3	0.0058
xor2	5	0.023
mux2i	5	0.026
a41oi	3	0.014
nand2	16	0.031
o21ai	13	0.033
nand4	4	0.013
a211oi	5	0.022
nor2b	4	0.013
nor3	8	0.026
worst paths after layout:
check / end / slack (ps) / depth (start not counted)
hold reg to reg: _r_previous_received_byte[3] / 460 / 2
setup / recovery: out_debug / 60 / 5
setup reg to reg: _r_counter[0] / 250 / 5
hold / removal: _r_previous_received_byte[3] / 460 / 2
logic make-up (layout without fill, tap and decap cells):
kind of cell    Yosys count  after routing  share of synthesized area
fa+ha+maj                11             11                     0.0707
simple gates             99             99                      0.284
flops                    37             37                      0.381
buf+inv                  15             40                     0.0321
compound gates           48             48                      0.170
xor+xnor                  8              8                     0.0360
mux                       5              5                     0.0257
cell type report:
type / count / area share
multi-input combinational: 171 / 0.502
sequential: 37 / 0.326
timing repair buffer: 25 / 0.0952
clock buffer: 6 / 0.0317
tap: 54 / 0.0296
inverter: 7 / 0.0115
clock inverter: 2 / 0.00438
cells in the final DEF, fill, tap and decap left out, types with 2 or more instances in the layout:
cell	netlist	layout
o21ai_0	3	3
or3_1	3	3
nor2b_1	4	4
nand4_1	4	4
nor2_1	18	18
inv_1	5	5
clkinv_2	0	2
nor4_1	2	2
dfxtp_1	37	36
xor2_1	5	5
nand4bb_1	2	2
ha_1	11	11
a21oi_1	12	12
and3b_1	2	2
buf_4	0	13
nor3_1	7	7
o21ai_1	10	10
a41oi_1	3	3
nand3_1	24	24
xnor2_1	3	3
clkdlybuf4s50_1	0	12
mux2i_1	5	5
nand2_1	16	16
a211oi_1	4	4
o2bb2ai_1	3	3
and3_1	3	3
o31ai_1	2	2
clkbuf_8	0	5
or4_1	2	2
per-layer routing:
metal  part of all wire  global-route usage  vias up
met5                  0                   0        -
met4              0.016              0.0327        0
met3              0.040              0.0314        7
met2               0.42               0.269       37
met1               0.52               0.283      773
li1                   -                   -      872
per-stage QoR:
stage	setup TNS (ps)	setup WS [ps]	power [mW]	instances	util
after floorplan	0	307	0.833	223	-
after global placement	0	209	0.864	293	0.466
after detailed placement	0	168	0.865	293	0.466
after CTS	0	23.8	1.35	301	0.485
after global routing	-5.07	-5.07	1.40	302	0.487
final	0	63.8	1.33	302	0.487
power by group through the flow:
stage / registers, mW / logic [mW] / clock network, mW
after CTS: 0.726 / 0.123 / 0.498
after global routing: 0.727 / 0.138 / 0.531
final: 0.725 / 0.123 / 0.479
worst min-delay path, cell delays in order, from the launching register on:
cell and delay, ps:
dfxtp_1 310, nand2_1 50, a21oi_1 50
registers in the layout (all words and copies together) (netlist names):
register                   count
_r_counter                     8
_r_current_receiving_byte      8
_r_out_receive_finish          1
_r_previous_received_byte      8
_r_received_byte_index         4
_r_receving_sig                8
what timing repair did:
| action | CTS | global route |
|---|---|---|
| setup buffers | 0 | 1 |
| gates cloned | 0 | 0 |
| setup endpoints to repair | 1 | 1 |
| resized | 2 | 1 |
Power figures rest on the tool's default switching activity, not on a simulated workload.
